==> flow/design.v <==
module multiplexer_16_to_1(output reg [31:0] mult_output, 
    input [31:0] data0, data1, data2, data3, data4, data5, data6, data7,
    data8, data9, data10, data11, data12, data13, data14, data15, 
    input [3:0] mult_select
);
    always @(mult_select, data0, data1, data2, data3, data4, data5, 
    data6, data7, data8, data9, data10, data11, data12, data13, 
    data14, data15)
        case(mult_select)
            4'd0 : mult_output <= data0;
            4'd1 : mult_output <= data1;
            4'd2 : mult_output <= data2;
            4'd3 : mult_output <= data3;
            4'd4 : mult_output <= data4;
            4'd5 : mult_output <= data5;
            4'd6 : mult_output <= data6;
            4'd7 : mult_output <= data7;
            4'd8 : mult_output <= data8;
            4'd9 : mult_output <= data9;
            4'd10 : mult_output <= data10;
            4'd11 : mult_output <= data11;
            4'd12 : mult_output <= data12;
            4'd13 : mult_output <= data13;
            4'd14 : mult_output <= data14;
            4'd15 : mult_output <= data15;
            default : mult_output <= 32'd0;
        endcase
endmodule
==> flow/run.sh <==
#!/bin/bash
# OpenROAD 26Q1-2900-gdf79404cd8, Yosys 0.63+post, stock flow scripts
make -C /OpenROAD-flow-scripts/flow DESIGN_CONFIG=/design/flow/config.mk WORK_HOME=/design/flow/orfs finish
==> flow/config.mk <==
export PLATFORM = sky130hd
export DESIGN_NAME = multiplexer_16_to_1
export DESIGN_NICKNAME = multiplexer_16_to_1
export VERILOG_FILES = /design/flow/design.v
export SDC_FILE = /design/flow/constraint.sdc
export NUM_CORES = 4
export LEC_CHECK = 1
export CORE_AREA = 10 10 216 216
export DIE_AREA = 0 0 226 226
==> flow/constraint.sdc <==
current_design multiplexer_16_to_1

set clk_period 6.7
set clk_io_pct 0.2

create_clock -name clk0 -period $clk_period

set non_clock_inputs [all_inputs -no_clocks]
set_input_delay [expr $clk_period * $clk_io_pct] -clock clk0 $non_clock_inputs
set_output_delay [expr $clk_period * $clk_io_pct] -clock clk0 [all_outputs]
==> results.sh <==
# implementation run metrics
export IMPL_status="complete, no violations"
export IMPL_viasPerCell=4.868
export IMPL_cp_start_kind="primary input"
export IMPL_postSynthSeqShare=0
export IMPL_yosys_cell_types_count=46
export IMPL_post_route_period_util=0.8276
export IMPL_design_area_um2=10080
export IMPL_place_congestion=0.9641
export IMPL_finalHoldViolations=0
export IMPL_hold_buffers=0
export IMPL_yosysCellCount=607
export IMPL_worstSetupEndpointType="output pin"
export IMPL_syn_area_um2=4095
export IMPL_post_place_ws_ns=1.198
export IMPL_setup_ws_ns=1.155
export IMPL_dpl_hpwl_um=39670
export IMPL_wl_um=47240
export IMPL_hp_class="primary input to output pin"
export IMPL_cts_setup_buffers=0
export IMPL_drv_slew=0
export IMPL_drt_initial_drc_count=540
export IMPL_tightestPinTransition_ns=0.8448
export IMPL_placed_area_um2=10080
export IMPL_grt_pass1_wl_um=63540
export IMPL_critical_path_class="primary input to output pin"
export IMPL_area_growth_pct=146.2
export IMPL_rows=75
export IMPL_flops=0
export IMPL_ctsResizeCount=0
export IMPL_period_needed_ns=5.545
export IMPL_yosysWarnings=1
export IMPL_relSlewSlack=0.4355
export IMPL_drt_wirelength_per_cell_um=28.89
export IMPL_nClkBuffers=0
export IMPL_vdd_ir_drop_worst_mv=0.02089
export IMPL_die_h_um=226
export IMPL_critPathMaxFanout=31
export IMPL_tns_ns=0
export IMPL_grt_overflow_total=0
export IMPL_synth_cells=607
export IMPL_maxCapViolations=0
export IMPL_fp_util=0.09763
export IMPL_worstPathRequired_ns=5.36
export IMPL_chipArea_um2=51080
export IMPL_cellPowerDensity_nw_per_um2=68.68
export IMPL_track_usage=0.1748
export IMPL_finalSetupViolations=0
export IMPL_max_freq_mhz=180.4
export IMPL_whs_path_depth=4
export IMPL_rsz0062_at_grt="no"
export IMPL_ys_chip_area_um2=4095
export IMPL_vias=7959
export IMPL_power_leakage_uw=0.003380
export IMPL_antenna_found_initial=3
export IMPL_ant_nets=0
export IMPL_drc_errors=0
export IMPL_dieWidth_um=226
export IMPL_core_um2=41950
export IMPL_drive_gt1_frac=0.06027
export IMPL_grt_max_degree=48
export IMPL_ff_latch_area_um2=0
export IMPL_syn_avg_cell_area_um2=6.747
export IMPL_drtPass1Iterations=5
export IMPL_warning_count=32
export IMPL_grt_pass1_vias=8675
export IMPL_io_buffers=548
export IMPL_arrival_ns=4.20
export IMPL_fin_worst_hold_slack_ns=3.624
export IMPL_ios=548
## metal layers
metal	part of all wire	up-vias	GRT usage
met5	0.00019	-	0
met4	0.037	2	0.06057
met3	0.092	88	0.04705
met2	0.50	537	0.3096
met1	0.37	3797	0.1971
li1	-	3535	-
## worst paths after layout
check / start / to / slack [ns]
worst max-delay path: mult_select[2] / mult_output[23] / 1.16
worst min-delay path: data0[30] / mult_output[30] / 3.62
## cell families after synthesis
logic type,synth area share
multiplexers,0.05866
AND/OR/NAND/NOR,0.1567
AND-OR/OR-AND,0.6832
buffers and inverters,0.1014
## worst max-delay path, cell delays in order
cell             delay [ns]
buf_2                  0.50
buf_4                  0.51
nand2b_1               0.28
nor2_1                 0.36
a221o_1                0.30
nand2_1                0.11
a31oi_1                0.25
clkdlybuf4s50_1        0.53
## final cells by class
type / count / area, um^2
Antenna cell: 1 / 2.502
Fill cell: 4513 / 31870
Inverter: 3 / 11.26
Multi-Input combinational cell: 521 / 3750
Tap cell: 539 / 674.4
Timing Repair Buffer: 571 / 5643
## report_power, final
| part | leakage [uW] | internal (uW) | total [uW] | switching [uW] |
|---|---|---|---|---|
| sequential | 0 | 0 | 0 | 0 |
| clock | 0.00000000634 | 0.0000200 | 0.0000200 | 0 |
| combinational | 0.00338 | 417 | 692 | 275 |
| total | 0.00338 | 417 | 692 | 275 |
## cell usage in the layout (no fill, tap or decap), types with 5 or more instances in the layout
cell             count
buf_4               25
a31oi_1             28
nand3_1             50
mux2i_1             24
nor2_1              35
nand2_1             13
o21ai_0             38
a22o_1              56
a22oi_1             84
a221oi_1            28
clkdlybuf4s50_1    544
a2111oi_2           20
a211o_1             23
a21oi_1             30
o22ai_1             32
nand2b_1             5
nor2b_4              5
## synthesized netlist by cell type, drive strengths merged (3+ instances only)
cell type,instances,area (um^2)
and2,5,36.29
a31oi,28,175.2
o32a,3,30.03
nor2,40,152.6
nor2b,8,50.05
a211o,23,201.4
o32ai,3,26.28
o21ai,38,190.2
clkbuf,41,155.1
inv,3,11.26
mux2i,24,240.2
a221oi,28,245.2
a22o,56,490.5
a22oi,84,630.6
nand2,16,62.56
o22ai,32,200.2
nand3,50,250.2
a211oi,4,30.03
a21oi,30,150.1
nor3,4,20.02
nand2b,5,31.28
a2111oi,23,326.6
buf,42,249.0
## per-stage QoR
stage            util  power (uW)  cells
2_1_floorplan       -       204.9    607
3_3_place_gp   0.2403       693.1   1634
3_5_place_dp   0.2403       691.5   1634
4_1_cts        0.2403       694.8   1634
5_1_grt        0.2403       731.6   1634
6_report       0.2403       692.4   1635
Power and IR drop assume default switching activity.
